<file path="design.v">
module halfAdder(
    input in_a,
    input in_b,
    output out_s,
    output out_c
    );
    xor(out_s, in_a, in_b); 
    and(out_c, in_a, in_b); 
endmodule
module fullAdder(
    input in_a,
    input in_b,
    input in_c,
    output out_s,
    output out_c
    );
    wire cout1, cout2, s1; 
    halfAdder h1(in_a, in_b, s1, cout1); 
    halfAdder h2(s1, in_c, out_s, cout2); 
    or(out_c, cout1, cout2); 
endmodule
module lab4_2(
    input [4:0] in_a,
    input [4:0] in_b,
    input in_c,
    output [4:0] out_s,
    output out_c
    );
    wire c1, c2, c3, c4; 
    fullAdder f0(in_a[0], in_b[0], in_c, out_s[0], c1); 
    fullAdder f1(in_a[1], in_b[1], c1, out_s[1], c2); 
    fullAdder f2(in_a[2], in_b[2], c2, out_s[2], c3); 
    fullAdder f3(in_a[3], in_b[3], c3, out_s[3], c4); 
    fullAdder f4(in_a[4], in_b[4], c4, out_s[4], out_c); 
endmodule
module lab4_3(
    input [4:0] in_a,
    input [4:0] in_b,
    input in_c,
    output [4:0] out_s,
    output out_c
    );
    wire [4:0] two; 
    wire two_c; 
    lab4_2 two_comp({0, 0, 0, 0, 1}, {~in_b[4], ~in_b[3], ~in_b[2], ~in_b[1], ~in_b[0]}, 0, {two[4], two[3], two[2], two[1], two[0]}, two_c); 
    lab4_2 ripple_adder({in_a[4], in_a[3], in_a[2], in_a[1], in_a[0]}, {two[4], two[3], two[2], two[1], two[0]}, in_c, {out_s[4], out_s[3], out_s[2], out_s[1], out_s[0]}, out_c); 
endmodule
</file>
<file path="run.sh">
#!/bin/bash
# OpenROAD 26Q1-2900-gdf79404cd8, Yosys 0.63+post, stock flow scripts
make -C /OpenROAD-flow-scripts/flow DESIGN_CONFIG=/design/flow/config.mk WORK_HOME=/design/flow/orfs finish
</file>
<file path="config.mk">
export PLATFORM = sky130hd
export DESIGN_NAME = lab4_3
export DESIGN_NICKNAME = lab4_3
export VERILOG_FILES = /design/flow/design.v
export SDC_FILE = /design/flow/constraint.sdc
export NUM_CORES = 4
export LEC_CHECK = 1
export CORE_AREA = 10 10 70 70
export DIE_AREA = 0 0 80 80
</file>
<file path="constraint.sdc">
current_design lab4_3

set clk_period 6.1
set clk_io_pct 0.2

create_clock -name clk0 -period $clk_period

set non_clock_inputs [all_inputs -no_clocks]
set_input_delay [expr $clk_period * $clk_io_pct] -clock clk0 $non_clock_inputs
set_output_delay [expr $clk_period * $clk_io_pct] -clock clk0 [all_outputs]
</file>
==> results.toml <==
# implementation run metrics
[outcome]
outcome = "finished clean"

[die]
fp_util_pct = 7.25
num_rows = 21
chipArea_um2 = 6400
io_pins = 17
fp.coreArea_um2 = 3420
die_x_um = 80
dieHeight_um = 80

[sta]
timing_hold_violations_final = 0
worst-slew-pin-transition_ns = 0.215
finalMaxSlewViolations = 0
min_period_over_period_pct = 89.0
max_freq_mhz = 184
relSlewSlack_pct = 85.6
setup_slack_ns = 0.670
fin_tns_setup_ns = 0
fin_hold_ws_ns = 3.48
setup_viol = 0
layout_min_cycle_time_ns = 5.43
rsz0062_at_grt = "no"

[logic_synthesis]
ys_seq_share_pct = 0
yosys_area_um2 = 248
avgSynthCellArea_um2 = 7.99
synth_top_area_share_pct = 40.4
synthCells = 31
synthesis.area_um2 = 248
top_cells_by_count = "inv_1 (17), buf_4 (5), fa_1 (5)"
ys_cells = 31
synth.distinct_cells = 5
yosys_warnings = 1
top_area_cell = "fa_1"
topCellsByArea = "fa_1 (40%), inv_1 (26%), buf_4 (15%), ha_1 (15%), xnor2_1 (3.5%)"
most_common_cell = "inv_1"

[worst_setup_path]
start_kind = "input port"
worst_ep_required_time_ns = 4.88
critPathArrivalTime_ns = 4.21
path_max_fanout = 1
path_class = "input port to primary output"
cp-end-kind = "primary output"

[grt]
grt_max_degree = 3
first_global_vias = 197
track_usage_pct = 1.77
grt_antenna_before_repair = 0
grt_pass1_wl_um = 931
grt_overflow = 0

[job]
drv_cap = 0
openroad.warnings = 32

[power]
leakage_nw = 0.220
ir_drop_uv = 15.9
finalPower_uw = 37.3
cellPowerDensity_nw_per_um2 = 85.2

[clocking]
holdBufCountCts = 0
cts_resized = 0
postCtsSetupRepairBufs = 0

[min_path]
hold_depth = 5
min_to = "out_s[0]"
hold_path_class = "input port to primary output"
hp-start = "in_c"

[cells_and_area]
n_fill_cell = 393
clkbuf_count = 0
seq_area_um2 = 0
drive_gt1_share_pct = 0
area_growth_pct = 76.8
logic_area_um2 = 146
flops = 0

[place]
portBuffers = 17
gp_congestion = 0.703
hpwl_um = 552
dp_slack_ns = 0.629

[drt]
drc_errors = 0
diodes = 0
vias = 176
wl_met2_um = 301
first_pass_iters = 3
wl_met1_um = 160
dr_wl_met3_um = 89
wl_um = 551
via_per_inst = 1.98
dr.first_iter.drc_count = 3
detail_route.wl_per_cell_um = 6.19
antenna_left = 0
dr.max_layer_used = "met3"
per-stage QoR:
stage	instance area (um2)	std cells	utilization (%)
floorplan	248	31	-
global placement	438	89	12.8
detailed placement	438	89	12.8
CTS	438	89	12.8
global route	438	89	12.8
finish	438	89	12.8
worst max path at each step:
stage           start  endpoint  slack (ns)  depth (start not counted)
CTS           in_a[0]  out_s[4]        0.62                          9
finish        in_a[0]  out_s[4]        0.67                          9
global route  in_a[0]  out_s[4]        0.55                          9
area by class of cell:
type | count | area share (%)
inverters | 17 | 14.6
multi-input cells | 9 | 33.4
well taps | 46 | 13.1
repair buffers | 17 | 38.9
kinds of logic after synthesis:
kind of cell | after synthesis | synth area share, %
buffers and inverters | 22 | 40.9
adder cells (fa/ha/maj) | 8 | 55.6
XOR/XNOR | 1 | 3.54
power breakdown:
part	switching [mW]	internal [mW]	total, mW
logic	0.0107	0.0266	0.0373
clock network	0	0	0
registers	0	0	0
total	0.0107	0.0266	0.0373
worst max-delay path, stage by stage:
cell             delay, ns
clkdlybuf4s50_1       0.45
inv_1                 0.05
fa_1                  0.42
fa_1                  0.39
fa_1                  0.40
fa_1                  0.37
inv_1                 0.07
fa_1                  0.40
clkdlybuf4s50_1       0.41
layer usage:
metal | GRT usage, % | up-vias
met4 | 0 | 0
met5 | 0 | -
met2 | 3.29 | 7
met3 | 0.682 | 0
met1 | 1.96 | 71
li1 | - | 98
placed cells by master (no fill, tap or decap):
cell,netlist,final
clkdlybuf4s50_1,0,17
fa_1,5,5
ha_1,3,3
inv_1,17,17
xnor2_1,1,1
Power figures rest on the tool's default switching activity, not on a simulated workload.
