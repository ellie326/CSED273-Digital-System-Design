## /design/flow/run.sh

```bash
#!/bin/bash
# OpenROAD 26Q1-2900-gdf79404cd8, Yosys 0.63+post, stock flow scripts
make -C /OpenROAD-flow-scripts/flow DESIGN_CONFIG=/design/flow/config.mk WORK_HOME=/design/flow/orfs finish
```

## /design/flow/config.mk

```make
export PLATFORM = sky130hd
export DESIGN_NAME = lab4_4
export DESIGN_NICKNAME = lab4_4
export VERILOG_FILES = /design/flow/design.v
export SDC_FILE = /design/flow/constraint.sdc
export NUM_CORES = 4
export LEC_CHECK = 1
export CORE_AREA = 10 10 70 70
export DIE_AREA = 0 0 80 80
```

## /design/flow/constraint.sdc

```tcl
current_design lab4_4

set clk_period 4.6
set clk_io_pct 0.2

create_clock -name clk0 -period $clk_period

set non_clock_inputs [all_inputs -no_clocks]
set_input_delay [expr $clk_period * $clk_io_pct] -clock clk0 $non_clock_inputs
set_output_delay [expr $clk_period * $clk_io_pct] -clock clk0 [all_outputs]
```

## /design/flow/design.v

```verilog
module halfAdder(
    input in_a,
    input in_b,
    output out_s,
    output out_c
    );
    xor(out_s, in_a, in_b); 
    and(out_c, in_a, in_b); 
endmodule
module fullAdder(
    input in_a,
    input in_b,
    input in_c,
    output out_s,
    output out_c
    );
    wire cout1, cout2, s1; 
    halfAdder h1(in_a, in_b, s1, cout1); 
    halfAdder h2(s1, in_c, out_s, cout2); 
    or(out_c, cout1, cout2); 
endmodule
module lab4_2(
    input [4:0] in_a,
    input [4:0] in_b,
    input in_c,
    output [4:0] out_s,
    output out_c
    );
    wire c1, c2, c3, c4; 
    fullAdder f0(in_a[0], in_b[0], in_c, out_s[0], c1); 
    fullAdder f1(in_a[1], in_b[1], c1, out_s[1], c2); 
    fullAdder f2(in_a[2], in_b[2], c2, out_s[2], c3); 
    fullAdder f3(in_a[3], in_b[3], c3, out_s[3], c4); 
    fullAdder f4(in_a[4], in_b[4], c4, out_s[4], out_c); 
endmodule
module lab4_4(
    input [4:0]in_a,
    input [2:0]in_b,
    output [7:0]out_m
    );
    assign zero = 0; 
    assign a0b0 = in_a[0]&in_b[0]; 
    assign a1b0 = in_a[1]&in_b[0]; 
    assign a2b0 = in_a[2]&in_b[0]; 
    assign a3b0 = in_a[3]&in_b[0]; 
    assign a4b0 = in_a[4]&in_b[0]; 
    assign a0b1 = in_a[0]&in_b[1]; 
    assign a1b1 = in_a[1]&in_b[1]; 
    assign a2b1 = in_a[2]&in_b[1]; 
    assign a3b1 = in_a[3]&in_b[1]; 
    assign a4b1 = in_a[4]&in_b[1]; 
    assign a0b2 = in_a[0]&in_b[2]; 
    assign a1b2 = in_a[1]&in_b[2]; 
    assign a2b2 = in_a[2]&in_b[2]; 
    assign a3b2 = in_a[3]&in_b[2]; 
    assign a4b2 = in_a[4]&in_b[2]; 
    wire cout1, cout2; 
    wire s4, s3, s2,s1, s0; 
    lab4_2 add1({zero, a4b0, a3b0, a2b0, a1b0}, {a4b1, a3b1, a2b1, a1b1, a0b1}, zero, {s4, s3, s2, s1, s0}, cout1);
    lab4_2 add2({cout1, s4, s3, s2, s1}, {a4b2, a3b2, a2b2, a1b2, a0b2}, zero, {out_m[6], out_m[5], out_m[4], out_m[3], out_m[2]}, cout2);
    assign out_m[7] = cout2;
    assign out_m[1] = s0;
    assign out_m[0] = a0b0;
endmodule
```

==> out/summary.json <==
{
  "outcome": "finished, violations left",
  "violations": "negative setup slack",
  "postRouteWirelength_um": 772,
  "power_leakage_nw": 0.2584,
  "hold_ws_ns": 2.588,
  "critPathKind": "input pin to output pin",
  "yosys.area.top_type_share": 0.3986,
  "initialDrtViolationCount": 6,
  "routabilityCongestion": 0.7196,
  "worstMarginPinSlew_ns": 0.1071,
  "layout_top_cell": "sky130_fd_sc_hd__clkdlybuf4s50_1",
  "sequential_cell_area_in_the_final_layout_um2": 0,
  "detail_route.drc_violations": 0,
  "timing.critical_path.buf_inv": 4,
  "netSwitchingPower_w": 0.00001975,
  "antenna_left": 0,
  "power.switching_fraction": 0.3432,
  "timing.critical_path.from_type": "input pin",
  "placementRows": 21,
  "cp_common_cell": "sky130_fd_sc_hd__fa_2",
  "maxCapViolations": 0,
  "crit_path_max_fanout": 2,
  "most-common-layout-cells": "sky130_fd_sc_hd__clkdlybuf4s50_1, sky130_fd_sc_hd__inv_1, sky130_fd_sc_hd__and2_1, sky130_fd_sc_hd__nand2_1, sky130_fd_sc_hd__buf_4",
  "place.port_buffers": 16,
  "vdd_ir_drop_max_uv": 13.32,
  "p_comb_frac": 1.000,
  "synthesis.area_per_instance_um2": 8.176,
  "seq_power_share": 0,
  "power_density_mw_per_mm2": 97.68,
  "fillerInstances": 380,
  "yosysUniqueCellTypes": 6,
  "worst_ep_arrival_time_ns": 3.72,
  "hold_violations": 0,
  "maximum_number_of_pins_on_one_net_before_global_route_repair": 5,
  "grt_util_all_layers": 0.02841,
  "slowest_delay_ns": 0.47,
  "setup_viol": 1,
  "drt-wirelength-per-cell_um": 7.495,
  "initial_core_util": 0.1029,
  "chipArea_mm2": 0.006400,
  "die.size.x_um": 80,
  "timing.critical_path.required_ns": 3.68,
  "final_layout_size_suffix_gt1_frac": 0.4211,
  "yosys.stat.chipArea_um2": 351.6,
  "area_leaders": "sky130_fd_sc_hd__fa_1, sky130_fd_sc_hd__buf_4, sky130_fd_sc_hd__and2_1",
  "diodes": 0,
  "synth-seq-area-share": 0,
  "yosys_cells": 43,
  "floorplan.core_area_mm2": 0.003416,
  "cp_cell_sequence": "buf_6 -> and2_4 -> ha_4 -> inv_2 -> fa_2 -> fa_1 -> fa_2 -> fa_2 -> fa_2 -> inv_2 -> fa_2 -> buf_2",
  "first_global_vias": 362,
  "cp_top_family": "adder cells",
  "period_used_share": 1.009,
  "die-height_um": 80,
  "relative_contribution_of_the_clock_network_to_total_power": 0,
  "crit_path_end_kind": "output pin",
  "n_sequential_cell": 0,
  "drv_slew": 0,
  "fin_setup_tns_ns": -0.04110,
  "p_int_w": 0.00003781,
  "layout_min_cycle_time_ns": 4.641,
  "worst_path_max_delay_cell": "sky130_fd_sc_hd__fa_1",
  "num_io_pins": 16,
  "yosysWarningCount": 16,
  "detailed_route_via_count": 287,
  "dp_worst_setup_slack_ns": -0.8325,
  "grt_pass1_wl_um": 1538,
  "synthCells": 43,
  "post_drt_via_cell_ratio": 2.786,
  "max_clock_freq_mhz": 215.5,
  "slew_headroom": 0.9284,
  "grt_setup_unrepaired": "yes",
  "dpl.hpwl_um": 748.3,
  "openroad.warnings": 34,
  "hold_path_class": "input pin to output pin",
  "layout.area.comb_um2": 289.0,
  "nClkBuffers": 0,
  "post_cts_hold_buffer_count": 0,
  "synthesis.area_um2": 351.6,
  "synth_top_cell_by_area": "sky130_fd_sc_hd__fa_1",
  "drt-pass1-iter-count": 2,
  "grt_overflow_total": 0,
  "number_of_antenna_violations_at_the_first_check_in_global_routing": 0,
  "layout_setup_ws_ns": -0.04110,
  "area_delta_synth_final_pct": 67.62
}
worst paths after layout:
check	cells after the start	slack [ns]	endpoint	start
worst max-delay path	12	-0.04	out_m[6]	in_b[0]
worst min-delay path	4	2.59	out_m[0]	in_a[0]
metal layers:
metal  part of all wire  up-vias  global-route usage
met4                  0        0                   0
met2               0.75        2             0.06982
met5                  0        -                   0
met3              0.022        0            0.001136
met1               0.23      142             0.02297
li1                   -      143                   -
kinds of logic after synthesis:
kind of cell	after synthesis	share of synthesized area
adder cells (fa/ha/maj)	10	0.5053
buffers and inverters	18	0.2776
AND/OR/NAND/NOR	15	0.2171
area by class of cell:
cell class | count | share of cell area
multi-input combinational | 25 | 0.4904
timing repair buffer | 22 | 0.3482
inverter | 10 | 0.06369
tap | 46 | 0.09766
Yosys cell counts, drive strengths merged:
cell type / n
inv: 10
and2: 8
buf: 8
fa: 7
nand2: 7
ha: 3
power by group through the flow:
stage | sequential (W) | combinational [W] | clock (W)
after global routing | 0 | 0.0000682 | 0
final | 0 | 0.0000576 | 0
after CTS | 0 | 0.0000594 | 0
tightest hold or removal path: stages:
cell	delay, ns
sky130_fd_sc_hd__buf_6	0.07
sky130_fd_sc_hd__buf_4	0.09
sky130_fd_sc_hd__and2_1	0.12
sky130_fd_sc_hd__clkdlybuf4s50_1	0.47
stage by stage:
stage,total power (W),util,std cells,instance area (um2)
2_1_floorplan,0.00003413,-,43,359.1
3_3_place_gp,0.00005817,0.1623,102,554.3
3_5_place_dp,0.00005854,0.1623,102,554.3
4_1_cts,0.00005941,0.1711,103,584.3
5_1_grt,0.00006820,0.1725,103,589.3
6_report,0.00005756,0.1725,103,589.3
what timing repair did:
action / in CTS / in global routing
pin swaps: 9 / 9
setup buffers: 1 / 0
endpoints found under the setup margin: 4 / 3
gates resized: 36 / 4
No activity file was given, so power comes from the tool's default toggle rates.
