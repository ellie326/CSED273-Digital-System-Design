**./design.v**
```verilog
`timescale 1ps / 1fs
module decade_counter(input reset_n, input clk, output [3:0] count);
    wire Ka, Kb, Kc, Kd, Ja, Jb, Jc, Jd; 
    wire [3:0] cnt; 
    assign Ja = count[2] & count[1] & count[0]; 
    assign Ka = count[0]; 
    assign Jb = count[1] & count [0]; 
    assign Kb = count[1] & count [0];
    assign Jc = ~count[3] & count[0]; 
    assign Kc = count[0]; 
    assign Jd = 1; 
    assign Kd = 1; 
    edge_trigger_JKFF A (reset_n, Ja, Ka, clk, count[3], cnt[3]); 
    edge_trigger_JKFF B (reset_n, Jb, Kb, clk, count[2], cnt[2]); 
    edge_trigger_JKFF C (reset_n, Jc, Kc, clk, count[1], cnt[1]); 
    edge_trigger_JKFF D (reset_n, Jd, Kd, clk, count[0], cnt[0]); 
endmodule
`timescale 1ps / 1fs
module decade_counter_2digits(input reset_n, input clk, output [7:0] count);
    decade_counter zero (reset_n, clk, {count[3], count[2], count[1], count[0]}); 
    decade_counter tenth (reset_n, count[3], {count[7], count[6], count[5], count[4]}); 
endmodule
`timescale 1ps / 1fs
module edge_trigger_JKFF(input reset_n, input j, input k, input clk, output reg q, output reg q_);  
    initial begin
      q = 0;
      q_ = ~q;
    end
    always @(negedge clk) begin
        q = reset_n & (j&~q | ~k&q);
        q_ = ~reset_n | ~q;
    end
endmodule
module edge_trigger_D_FF(input reset_n, input d, input clk, output q, output q_);   
    edge_trigger_JKFF JK_to_D (reset_n, d, ~d, clk, q, q_); 
endmodule
```
**./run.sh**
```bash
#!/bin/bash
# OpenROAD 26Q1-2900-gdf79404cd8, Yosys 0.63+post, stock flow scripts
make -C /OpenROAD-flow-scripts/flow DESIGN_CONFIG=/design/flow/config.mk WORK_HOME=/design/flow/orfs finish
```
**./config.mk**
```make
export PLATFORM = sky130hd
export DESIGN_NAME = decade_counter_2digits
export DESIGN_NICKNAME = decade_counter_2digits
export VERILOG_FILES = /design/flow/design.v
export SDC_FILE = /design/flow/constraint.sdc
export NUM_CORES = 4
export LEC_CHECK = 1
export CORE_AREA = 10 10 70 70
export DIE_AREA = 0 0 80 80
export SYNTH_HDL_FRONTEND = slang
```
**./constraint.sdc**
```tcl
current_design decade_counter_2digits

set clk_period 1.2
set clk_io_pct 0.2

create_clock -name clk0 -period $clk_period [get_ports {clk}]

set non_clock_inputs [all_inputs -no_clocks]
set_input_delay [expr $clk_period * $clk_io_pct] -clock clk0 $non_clock_inputs
set_output_delay [expr $clk_period * $clk_io_pct] -clock clk0 [all_outputs]
```
==> load_flow_metrics.sql <==
-- load yosys + openroad results
INSERT INTO impl_metrics (metric_group, metric, value, unit) VALUES
('cells_and_area', 'filler_cell_count', '396', ''),
('yosys', 'synth_simple_gate_area_share', '22.4', '%'),
('placement', 'preCtsSetupSlack', '-469', 'ps'),
('yosys', 'postSynth.asyncResetShare', '0', '%'),
('final_timing', 'setup_slack', '-352', 'ps'),
('global_route', 'globalRoute.totalOverflow', '0', ''),
('yosys', 'yosys.stat.chipArea', '368', 'um^2'),
('critical_path', 'crit_path_cells', 'buf_2', ''),
('cells_and_area', 'layoutNonFillerInstCount', '98', ''),
('yosys', 'post_synth_most_frequent_cells', 'sky130_fd_sc_hd__buf_4 (8), sky130_fd_sc_hd__dfxtp_1 (8), sky130_fd_sc_hd__a21oi_1 (5)', ''),
('floorplanning', 'core_area', '3420', 'um^2'),
('yosys', 'yosysWarnings', '0', ''),
('floorplanning', 'design.die.area', '6400', 'um^2'),
('detailed_routing', 'wl', '781', 'um'),
('global_route', 'grt_max_degree', '9', ''),
('critical_path', 'timing.critical_path.from_type', 'register', ''),
('detailed_routing', 'vias', '290', ''),
('clock_network', 'cts.reportedPaths.clkPinSlew', '30', 'ps'),
('detailed_routing', 'post_drt_wl_per_cell', '7.97', 'um'),
('detailed_routing', 'drcViolationCount', '0', ''),
('final_timing', 'unclocked_pins', '4', ''),
('final_timing', 'grt_setup_unrepaired', 'yes', ''),
('critical_path', 'cpLargestDelayFamily', 'flip-flops', ''),
('critical_path', 'critical_path.max_stage_delay', '320', 'ps'),
('final_timing', 'worst-slew-pin-transition', '229', 'ps'),
('critical_path', 'critPathCaptureType', 'primary output', ''),
('yosys', 'yosys.area_share.adder', '0', '%'),
('placement', 'post-place-cells', '91', ''),
('critical_path', 'slowest_stage', 'sky130_fd_sc_hd__dfxtp_4', ''),
('yosys', 'unique_masters_post_synth', '11', ''),
('floorplanning', 'die.size.x', '80', 'um'),
('cells_and_area', 'syn2layout_area_growth', '42.5', '%'),
('clock_network', 'cts-buffers-inserted', '3', ''),
('final_timing', 'untimed_endpoints', '8', ''),
('power_and_ir_drop', 'p_leak', '0.000213', 'uW'),
('clock_network', 'cts_hold_repair.buffers', '0', ''),
('floorplanning', 'die.size.y', '80', 'um'),
('detailed_routing', 'detail_route.antenna_diodes', '0', ''),
('flow_run', 'max_cap_violations', '0', ''),
('final_timing', 'count_of_endpoints_failing_setup_in_the_final_report', '4', ''),
('global_route', 'globalRouteTotalUtil', '2.37', '%'),
('global_route', 'global_route_wire_length_before_repair', '1210', 'um'),
('final_timing', 'skew', '11.6', 'ps'),
('outcome', 'outcome', 'complete, but fails checks', ''),
('yosys', 'register_area_share_after_synthesis', '43.5', '%'),
('yosys', 'mappedNetlistArea', '368', 'um^2'),
('critical_path', 'cp_data_required_time', '960', 'ps'),
('floorplanning', 'num_rows', '21', ''),
('detailed_routing', 'drt_iter0_markers', '5', ''),
('floorplanning', 'io_pins', '10', ''),
('yosys', 'synthesis.area_per_instance', '9.43', 'um^2'),
('yosys', 'post_synth_ao_oa_area_fraction', '14.6', '%'),
('placement', 'place.port_buffers', '9', ''),
('yosys', 'xor_area_share', '0', '%'),
('yosys', 'post_synth_edffs', '0', ''),
('cells_and_area', 'drive_above_1_share', '42.3', '%'),
('critical_path', 'worst-path-max-fanout', '2', ''),
('min_path', 'hp-class', 'reg2reg', ''),
('critical_path', 'cp.buffers_inverters', '1', ''),
('power_and_ir_drop', 'vdd_drop_max', '181', 'uV'),
('yosys', 'ys_dominant_reg_cell', 'sky130_fd_sc_hd__dfxtp_1', ''),
('final_timing', 'report.final.hold_viol_count', '0', ''),
('power_and_ir_drop', 'power_density', '793', 'nW/um^2'),
('final_timing', 'maxSlewViolCount', '0', ''),
('clock_network', 'clock_path_buffers', '2', ''),
('detailed_routing', 'detail_route.first_pass.iterations', '2', ''),
('outcome', 'violated_checks', 'setup timing', ''),
('final_timing', 'timing.slew.headroom', '84.7', '%'),
('yosys', 'synth.mux.area_fraction', '0', '%'),
('clock_network', 'htreeDepth', '1', ''),
('clock_network', 'insertion_delay', '300', 'ps');
-- cell usage in the layout (no fill, tap or decap), drive strengths merged --
cell and count:
nor2 2, nand2b 4, nand4b 2, dlygate4sd2 1, clkdlybuf4s50 4, or3b 2
a21oi 6, buf 10, dfxtp 8, nand3b 2, a21bo 2, inv 6
clkbuf 3
-- power by group --
group | leakage [uW] | internal, uW | switching (uW)
Clock | 0.0000351 | 131 | 91.7
Combinational | 0.000110 | 27.6 | 20.0
Sequential | 0.0000675 | 142 | 3.15
-- kinds of logic after synthesis --
| group | count (synthesis) |
|---|---|
| simple gates | 12 |
| buf+inv | 11 |
| flops | 8 |
| compound gates | 8 |
-- metal layers --
metal / up-vias / track usage, % / part of all wire (%) / wire length (um)
li1: 150 / - / - / -
met1: 131 / 2.48 / 38 / 295
met2: 7 / 3.53 / 51 / 402
met3: 2 / 1.25 / 7.6 / 59
met4: 0 / 1.76 / 3.1 / 24
met5: - / 0 / 0 / 0
-- flip-flops by register name, summed over array words and instances (netlist names) --
register / count
tenth.A.q: 1
zero.C.q: 1
zero.B.q: 1
tenth.C.q: 1
tenth.D.q: 1
tenth.B.q: 1
zero.A.q: 1
zero.D.q: 1
-- worst paths after layout --
path | endpoint | depth (start not counted) | from | slack [ps]
worst max-delay path | count[0] | 1 | zero.D.q | -350
worst min-delay path | zero.D.q | 2 | zero.D.q | 540
worst max register to register | zero.C.q | 3 | zero.C.q | 160
worst min register to register | zero.D.q | 2 | zero.D.q | 540
-- area by class of cell --
class                      count  area [um^2]  area share, %
clock buffer                   3         22.5           4.30
sequential                     8          168           32.0
multi-input combinational     20          140           26.7
clock inverter                 4         15.0           2.86
inverter                       2         7.51           1.43
timing repair buffer          15          114           21.7
tap                           46         57.6           11.0
-- worst min-delay path: stages, from the launching register on --
cell                      delay, ps
sky130_fd_sc_hd__dfxtp_4        320
sky130_fd_sc_hd__buf_4          130
sky130_fd_sc_hd__nor2_1          40
-- metrics by stage --
step           setup TNS (ps)  hold slack, ps  cell area [um^2]  total power (uW)  util (%)
3_5_place_dp            -3260             534               500               225      14.7
2_1_floorplan            -237             435               390               206         -
5_1_grt                 -1560             567               524               467      15.3
3_3_place_gp            -3250             528               500               224      14.7
6_report                -1380             537               524               416      15.3
4_1_cts                 -1460             537               524               437      15.3
-- repair_timing --
item / CTS / global route
pin swaps: 0 / 0
resized: 15 / 0
buffers inserted: 1 / 0
endpoints found under the setup margin: 8 / 4
Power figures rest on the tool's default switching activity, not on a simulated workload.
